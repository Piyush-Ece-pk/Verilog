`design/flow/design.v`:
```
module window_mean(
    input wire clk,rst,
    input wire [7:0] score, 
    output reg [7:0] avg
);
reg [7:0] buff [0:7];
reg [10:0] sum;
integer i;
always @(posedge clk or negedge rst) begin  
    if (rst == 1'b0) begin
        sum <= 11'd0;
        avg <= 11'd0;
        for (i=0;i<8;i=i+1)
            buff[i] <= 0;
    end
    else begin
        sum <= sum - buff[7] + score;
        for (i=7;i>0;i=i-1) 
            buff[i] <= buff[i-1];
        buff[0] <= score;
        avg <= sum >> 3;
    end
end
endmodule 
```
`design/flow/run.sh`:
```
#!/bin/bash
# OpenROAD 26Q1-2900-gdf79404cd8, Yosys 0.63+post, stock flow scripts
make -C /OpenROAD-flow-scripts/flow DESIGN_CONFIG=/design/flow/config.mk WORK_HOME=/design/flow/orfs finish
```
`design/flow/config.mk`:
```
export PLATFORM = sky130hd
export DESIGN_NAME = window_mean
export DESIGN_NICKNAME = window_mean
export VERILOG_FILES = /design/flow/design.v
export SDC_FILE = /design/flow/constraint.sdc
export NUM_CORES = 4
export LEC_CHECK = 1
export CORE_UTILIZATION = 40
```
`design/flow/constraint.sdc`:
```
current_design window_mean

set clk_period 5.7
set clk_io_pct 0.2

create_clock -name clk0 -period $clk_period [get_ports {clk}]

set non_clock_inputs [all_inputs -no_clocks]
set_input_delay [expr $clk_period * $clk_io_pct] -clock clk0 $non_clock_inputs
set_output_delay [expr $clk_period * $clk_io_pct] -clock clk0 [all_outputs]
```
==> impl_metrics.json <==
{
  "outcome": "complete, no violations",
  "peakVddDrop_uv": 224.7,
  "fin_skew_ps": 7.940,
  "ys_ff": 83,
  "hold_buffers": 0,
  "gp_congestion": 0.7632,
  "post_cts_resized": 0,
  "timing_hold_violations_final": 0,
  "cts_made_buffers": 9,
  "ys_seq_share_pct": 73.88,
  "finalCriticalPeriod_ps": 3218,
  "overflow": 0,
  "setup_tns_ps": 0,
  "track_usage_pct": 11.54,
  "max_stage_delay_ps": 530,
  "rsz0062_at_grt": "no",
  "ioPinCount": 18,
  "drv_cap": 0,
  "power.density_nw_per_um2": 538.0,
  "comb_area_sq_um": 603.1,
  "drc_errors": 0,
  "numPortBuffers": 17,
  "power.total_mw": 1.789,
  "mostFrequentLayoutCells": "dfrtp_1, inv_1, clkdlybuf4s50_1",
  "n_fill_cell": 573,
  "syn_inst": 180,
  "syn_area_per_cell_sq_um": 15.62,
  "cts_sinks": 83,
  "syn_to_final_growth_pct": 18.29,
  "vias": 1297,
  "clock_latency_ps": 340,
  "cp-start-kind": "input port",
  "drt_iter0_drc": 83,
  "slew_headroom_pct": 64.31,
  "fp-row-count": 30,
  "instances_no_fill": 310,
  "diodes": 0,
  "cts-root-buf": "clkbuf_8",
  "final_area_sq_um": 3326,
  "lay_top_count": "dfrtp_1",
  "yosysUniqueCellTypes": 24,
  "post-cts-setup-buffers": 0,
  "synth-main-ff-cell": "dfrtp_1",
  "ys_async_sr_fraction_pct": 100.0,
  "tightest_slew_ps": 535.3,
  "fin_crit_sh_pct": 56.46,
  "grt_max_degree": 47,
  "p_leak_nw": 1.572,
  "cts_buffer_depth": 2,
  "end_kind": "flop",
  "die_w_um": 85.84,
  "core-area_sq_um": 6794,
  "path_clk_slew_ps": 90,
  "finalMaxSlewViolations": 0,
  "cts_tree": "yes",
  "die_h_um": 85.84,
  "grt_pass1_wl_um": 6189,
  "dpl.hpwl_um": 2250,
  "fp_util_pct": 41.38,
  "crit_fanout": 3,
  "synth_area_sq_um": 2811,
  "cp_slowest_cell": "fa_1",
  "arrival_ps": 3490,
  "ff_latch_area_sq_um": 2077,
  "timing.critical_path.cells": "clkdlybuf4s50_1, inv_1, fa_1, inv_1, fa_1, a21oi_2, o211ai_2, o41ai_2, xnor2_1",
  "fmax_mhz": 310.7,
  "first_pass_iters": 4,
  "required_ps": 5970,
  "first_global_vias": 1272,
  "viasPerCell": 4.184,
  "antenna_found_initial": 0,
  "dp_cells": 294,
  "setup_violations": 0,
  "path_class": "in2reg",
  "antenna_left": 0,
  "worstHoldPathType": "reg2reg",
  "drive_above_1_share_pct": 11.21,
  "cts_max_level": 3,
  "dpl-instance-area_sq_um": 3107,
  "warnings": 25,
  "yosys_warnings": 2,
  "edf_count": 0,
  "chip_area_sq_um": 7368,
  "ys_area_sq_um": 2811,
  "yosys_cells": 180,
  "wl_per_cell_um": 11.16,
  "routed_wl_um": 3461
}
-- layout make-up --
type / instances / area share, %
Multi-Input combinational cell: 62 / 18.13
Clock inverter: 5 / 2.032
Sequential cell: 83 / 62.45
Inverter: 35 / 3.950
Timing Repair Buffer: 18 / 5.267
Clock buffer: 11 / 4.552
Tap cell: 96 / 3.612
-- registers in the layout, summed over array words and instances, names as in the netlist --
register,count
avg,8
sum,11
buff,64
-- worst max-delay path: cells and delay by family --
kind / cells / cell delay [ps]
AOI/OAI and AO/OA: 3 / 580
buffers and inverters: 3 / 620
xor gates and xnor gates: 1 / 150
adders and majority gates: 2 / 1000
-- where the power goes --
group	internal [mW]	switching (mW)
Clock	0.233	0.209
Combinational	0.303	0.318
Sequential	0.691	0.0351
-- cell families after synthesis --
group	Yosys count	share of synthesized area (%)
AND/OR/NAND/NOR	18	3.115
buffers and inverters	35	4.673
flip-flops	83	73.88
AND-OR/OR-AND	15	4.628
XOR/XNOR	10	3.115
adder cells (fa/ha/maj)	19	10.59
-- layer usage --
layer,vias to the layer above,routed length [um],track usage (%)
met5,-,0,0
met4,0,53,1.667
met3,5,205,4.395
met2,31,1401,14.40
met1,640,1800,21.02
li1,621,-,-
-- through the flow --
step | hold slack [ps] | worst slack, ps | utilization [%]
floorplan | 331.2 | 2721 | -
global placement | 332.5 | 2156 | 45.73
detailed placement | 334.7 | 2108 | 45.73
CTS | 347.2 | 2475 | 48.95
global route | 350.7 | 2386 | 48.95
finish | 346.0 | 2482 | 48.95
-- worst paths after layout --
path / startpoint / to / slack, ps / depth (start not counted)
setup reg to reg: sum[1]$_DFF_PN0_ / sum[8]$_DFF_PN0_ / 3480 / 8
hold / removal: buff[6][3]$_DFF_PN0_ / buff[7][3]$_DFF_PN0_ / 350 / 0
max in group asynchronous: rst / buff[5][3]$_DFF_PN0_ / 4060 / 2
setup / recovery: score[1] / sum[8]$_DFF_PN0_ / 2480 / 9
hold reg to reg: buff[6][3]$_DFF_PN0_ / buff[7][3]$_DFF_PN0_ / 350 / 0
min in group asynchronous: rst / buff[7][1]$_DFF_PN0_ / 740 / 1
-- cells in the mapped netlist (2+ instances only) --
library cell	n	share of area (%)
a21oi_2	2	0.62
dfrtp_1	83	74
ha_1	11	4.9
nor2_1	3	0.40
xor2_1	2	0.62
a31oi_1	2	0.44
inv_1	35	4.7
xnor2_1	8	2.5
nand3_1	7	1.2
o21ai_0	2	0.36
a21oi_1	3	0.53
fa_1	8	5.7
nand2_1	3	0.40
Power is estimated from default activity; no workload was simulated.
