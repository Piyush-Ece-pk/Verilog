==> flow/design.v <==
module ml_pipeline(
    input wire clk,rst,
    input wire signed [7:0] accel, jerk, steer,
    input wire [7:0] brake,
    input wire signed [7:0] w0,w1,w2,w3,
    output reg[7:0] score
);
reg signed [15:0] m0,m1,m2,m3;
reg signed [17:0]sum;
always @(posedge clk or negedge rst) begin
    if (rst == 1'b0) begin
        m0 <= 16'd0;
        m1 <= 16'd0;
        m2 <= 16'd0;
        m3 <= 16'd0;
        score <= 8'd0;
        sum <= 18'd0;
    end
    else begin
        m0 <= w0*accel;
        m1 <= w1*jerk;
        m2 <= w2*steer;
        m3 <= w3*brake;
        sum <= m0+m1+m2+m3;
        if (sum < 0) begin
            score <= 8'd0;
        end
        else if (sum>255) begin
            score <= 8'hff;
        end
        else begin
            score <= sum[7:0];
        end
    end
end
endmodule
==> flow/run.sh <==
#!/bin/bash
# OpenROAD 26Q1-2900-gdf79404cd8, Yosys 0.63+post, stock flow scripts
make -C /OpenROAD-flow-scripts/flow DESIGN_CONFIG=/design/flow/config.mk WORK_HOME=/design/flow/orfs finish
==> flow/config.mk <==
export PLATFORM = sky130hd
export DESIGN_NAME = ml_pipeline
export DESIGN_NICKNAME = ml_pipeline
export VERILOG_FILES = /design/flow/design.v
export SDC_FILE = /design/flow/constraint.sdc
export NUM_CORES = 4
export LEC_CHECK = 1
export CORE_UTILIZATION = 50
==> flow/constraint.sdc <==
current_design ml_pipeline

set clk_period 7.0
set clk_io_pct 0.2

create_clock -name clk0 -period $clk_period [get_ports {clk}]

set non_clock_inputs [all_inputs -no_clocks]
set_input_delay [expr $clk_period * $clk_io_pct] -clock clk0 $non_clock_inputs
set_output_delay [expr $clk_period * $clk_io_pct] -clock clk0 [all_outputs]
==> results.txt <==
Implementation status.

- The CTS report gives the tree buffer count as 9.
- The number of cells reported by Yosys stat comes to 1368.
- The first-pass GRT wire length is 44000 µm.
- According to the floorplan report, the placeable core area is between 20000 and 30000 µm².
- The top logic cell by instance count in the layout is sky130_fd_sc_hd__inv_1.
- The via count of the first global-routing pass was 9173.
- The timing report attributes the biggest portion of critical-path delay to adder cells.
- The cell type that accounts for the most area after synthesis is sky130_fd_sc_hd__fa_1.
- After synthesis the netlist holds a flip-flop and latch count of ~90.
- In this run the count of I/O pins placed on the die edge is 74.
- The report counts max-capacitance violations totalling 0.
- The report shows a maximum critical-path fanout of 8.
- The smallest clock period supported by the final layout is computed as about 5.5 ns.
- At the worst endpoint, the required time is roughly 7.3 ns.
- The mean number of vias per cell is 5.02.
- The remaining number of nets flagged by the antenna check after routing is 0.
- The number of antenna violations at the first check in global routing is 0.
- The count of clock tree sinks is approximately 90.
- The chip footprint is 27900 µm².
- On the worst path, the slowest cell contributes a delay of roughly 0.54 ns.
- In the detailed route, the total length drawn on met3 is 858 µm.
- The slowest stage of the critical path is the sky130_fd_sc_hd__clkdlybuf4s50_1 cell.
- Setup repair after global routing left no endpoint under its margin.
- Summed over all routing layers, the global router reports a total usage of 0.206.
- The number of unique standard cell types used by synthesis is 56.
- The count of buffers inserted at the top-level ports is around 73.
- The number of gates resized after CTS was 0.
- The highest clock rate this design can be run at is 180 MHz.
- The worst hold endpoint is sum[0].
- The flop-to-flop setup slack is 3.65 ns.
- The stage logs contain a warning count of 25.
- The worst hold path cell count is 1.
- Before antenna repair, the detailed router went through 4 iterations.
- The capture instance of the worst register-to-register path is sum[17].
- The final weighted congestion of routability-driven global placement is 0.879.
- The area figure in the yosys stat output is 13600 µm².
- The register share after synthesis is 0.166.
- After global routing the overflow that remains totals 0.
- The via count of the routed design is 8988.
- The routed design ends up with an antenna cell count of 0.
- The flow ran to the end, and the final reports show no timing, DRC or antenna violations.
- The cell area after technology mapping is 13600 µm².
- In this run the worst hold path is classified as reg2reg.
- The placed wire-length estimate after detailed placement is 21400 µm.
- The horizontal die dimension is 167 µm.
- The count of routing violations after the opening detailed-route iteration is 279.
- The startpoint of the most critical register-to-register path is m0[1].
- In the detailed route, the total length drawn on met2 is between 10000 and 15000 µm.
- The residual DRC count is 0.
- The worst register-to-register path depth is 10.
- The total wire length after detailed routing is 24500 µm.
- The die is 167 µm tall.
- The relative slew slack is 0.362.
- At the end of the flow the core is filled with cells to 0.571.
- The final timing report counts setup violations totalling 0.
- The layout overhead on the synthesized area is 10.7%.
- For reference, the critical path cell chain is clkdlybuf4s50_1, and2_1, ha_1, inv_1, fa_1, inv_1, fa_1, inv_1, fa_1, inv_1, ha_1, a2111oi_0, o21ai_1, a41oi_1, xnor2_1.
- Per the final timing report, the hold violations number 0.
- The critical path contains buffers and inverters numbering 5 combined.
- The largest net degree at the start of global routing is around 57.
- By instance count, the cell type seen most on the critical path is sky130_fd_sc_hd__inv_1.
- The number of hold buffers added after cts is 0.
- The category of the worst setup path capture point is a flip-flop.
- The most common logic cells in the final layout are 309 x sky130_fd_sc_hd__inv_1, 234 x sky130_fd_sc_hd__fa_1, 184 x sky130_fd_sc_hd__and2_1.
- For reference, the top cells by area after synthesis are sky130_fd_sc_hd__fa_1 34%, sky130_fd_sc_hd__dfrtp_1 17%, sky130_fd_sc_hd__ha_1 13%.
- The yosys synthesis warning count is 1.
- The synthesized area per cell is 9.94 µm².
- The H-tree was split into 3 levels.
- The average detailed-routed wire length per instance is roughly 14 µm.
- Among all flip-flop cells after synthesis, the most frequent one is sky130_fd_sc_hd__dfrtp_1.
- The skew report gives the latency at the later pin of the worst-skew pair as 0.34 ns.
- The final clock period utilization by the worst path is 0.792.
- The share of the core area taken by cells at floorplan is 0.516.
- The accumulated negative setup slack is 0 ns.
- On the worst setup and hold paths after CTS, the clock-pin slew comes to 0.07 ns.
- According to the floorplan log, the row count is 59.
- In this run the top signal layer used is met4.
- The root buffer cell chosen for the clock tree is sky130_fd_sc_hd__clkbuf_16.
- The worst-margin pin slew is around 0.95 ns.
- The launching element type of the critical path is an input pin.
- The number of enable-type register cells in the synthesized netlist is 0.
- The CTS tree is built.
- The met1 wire length is between 10000 and 15000 µm.
- The buffer count from post-CTS setup fixing is 0.
- The area fraction of the dominant cell type after synthesis is 0.345.
- The largest buffer count on any clock path is 2.
- The cell count after synthesis came out at 1368.
- The final-report max-slew violation count is 0.
- The worst clock skew is 0.00933 ns.
- The start point of the worst min-delay path is m3[0].
- The type of the setup path with the least slack is in2reg.
- In the final layout, the share of cells above drive strength 1 is 0.0206.
- The OpenROAD report gives the critical path a data arrival time of 5.81 ns.
- The post-synthesis async set-or-reset flop share is 1.00.
[layout make-up]
class	count	area, µm²
Tap cell	335	419
Inverter	309	1160
Fill cell	2283	11300
Multi-Input combinational cell	966	10200
Clock buffer	9	225
Timing Repair Buffer	74	736
Clock inverter	7	85.1
Sequential cell	90	2250
[Yosys cell counts, types with 3 or more instances]
cell type,n
sky130_fd_sc_hd__and2_1,184
sky130_fd_sc_hd__nand2_1,69
sky130_fd_sc_hd__nor2b_1,27
sky130_fd_sc_hd__a21o_1,11
sky130_fd_sc_hd__xor2_1,13
sky130_fd_sc_hd__a21oi_1,36
sky130_fd_sc_hd__o21ai_0,19
sky130_fd_sc_hd__nor2_1,34
sky130_fd_sc_hd__nand3_1,11
sky130_fd_sc_hd__a31oi_1,5
sky130_fd_sc_hd__o21bai_1,4
sky130_fd_sc_hd__mux2_2,3
sky130_fd_sc_hd__fa_1,234
sky130_fd_sc_hd__o21a_1,15
sky130_fd_sc_hd__inv_1,309
sky130_fd_sc_hd__nor3_1,11
sky130_fd_sc_hd__nand2b_1,9
sky130_fd_sc_hd__dfrtp_1,90
sky130_fd_sc_hd__and3_1,4
sky130_fd_sc_hd__o31a_1,4
sky130_fd_sc_hd__a211oi_1,11
sky130_fd_sc_hd__or3b_1,3
sky130_fd_sc_hd__mux2i_1,4
sky130_fd_sc_hd__or3_1,7
sky130_fd_sc_hd__o211ai_1,4
sky130_fd_sc_hd__o21ai_1,12
sky130_fd_sc_hd__xnor2_1,54
sky130_fd_sc_hd__ha_1,140
sky130_fd_sc_hd__nor4_1,3
[layer usage]
| metal | vias up | global-route usage |
|---|---|---|
| met5 | - | 0 |
| met4 | 0 | 0.0141 |
| met3 | 16 | 0.0310 |
| met2 | 124 | 0.318 |
| met1 | 4436 | 0.345 |
| li1 | 4412 | - |
[state kept, by name, summed over array words and instances, names as in the netlist]
| name | cells |
|---|---|
| sum | 18 |
| m0 | 16 |
| m1 | 16 |
| m2 | 16 |
| m3 | 16 |
| score | 8 |
[logic make-up (layout without fill, tap and decap cells)]
group / after synthesis / in the layout / share of synthesized area
adder cells (fa/ha/maj): 374 / 374 / 0.473
flip-flops: 90 / 90 / 0.166
AND-OR/OR-AND: 146 / 146 / 0.0735
buffers and inverters: 312 / 399 / 0.0863
XOR/XNOR: 67 / 67 / 0.0432
AND/OR/NAND/NOR: 372 / 372 / 0.152
multiplexers: 7 / 7 / 0.00543
[stage by stage]
stage / cells / instance area [µm²] / setup slack (ns) / hold slack (ns)
3_5_place_dp: 1774 / 14700 / 1.10 / 0.468
4_1_cts: 1790 / 15000 / 1.43 / 0.483
6_report: 1790 / 15000 / 1.45 / 0.480
5_1_grt: 1790 / 15000 / 1.14 / 0.505
2_1_floorplan: 1368 / 13600 / 1.93 / 0.456
3_3_place_gp: 1774 / 14700 / 1.02 / 0.465
[worst max-delay path by stage]
stage	cells past startpoint	end	slack [ns]	startpoint
6_report	15	m2[13]	1.45	w2[7]
5_1_grt	14	m2[13]	1.14	steer[2]
4_1_cts	15	m1[14]	1.43	jerk[2]
