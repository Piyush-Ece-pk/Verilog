<file path="flow/config.mk">
export PLATFORM = sky130hd
export DESIGN_NAME = uart_top
export DESIGN_NICKNAME = uart_top
export VERILOG_FILES = /design/flow/design.v
export SDC_FILE = /design/flow/constraint.sdc
export NUM_CORES = 4
export LEC_CHECK = 1
export CORE_UTILIZATION = 30
</file>
<file path="flow/constraint.sdc">
current_design uart_top

set clk_period 3.7
set clk_io_pct 0.2

create_clock -name clk0 -period $clk_period [get_ports {clk}]

set non_clock_inputs [all_inputs -no_clocks]
set_input_delay [expr $clk_period * $clk_io_pct] -clock clk0 $non_clock_inputs
set_output_delay [expr $clk_period * $clk_io_pct] -clock clk0 [all_outputs]
</file>
<file path="flow/design.v">
module uart_rx(clk,rst,rx,data_out,rx_done,parity_err);
input wire clk,rst;
input wire rx;
output reg parity_err;
output reg rx_done;
output reg[7:0] data_out;
parameter clk_freq = 1000000;
parameter baudrate = 9600;
localparam bits_per_clk = clk_freq/baudrate;
localparam mid_sample = bits_per_clk/2;
localparam 
idle = 3'd0,
start = 3'd1,
data_bit = 3'd2,
parity_bit = 3'd3,
stop1 = 3'd4,
stop2 = 3'd5,
done = 3'd6;
reg [7:0] data;
reg parity;
reg [7:0] clk_count;
reg [3:0] bit_index;
reg [2:0] state;
always @(posedge clk or negedge rst) 
begin   
    if (rst == 1'b0) begin
        clk_count <= 8'b0;
        bit_index <= 4'd0;
        state <= idle;
        rx_done <= 1'b0;
        data <= 8'b0;
        parity_err <= 1'b0;
    end
    else begin
        case (state)
            idle : begin    
                rx_done <= 1'b0;
                data_out <= 8'b0;
                if (rx == 1'b0) begin   
                    clk_count <= 8'b0;
                    bit_index <= 4'b0;
                    state <= start;
                end
            end
            start : begin
                clk_count <= clk_count+1;
                if (clk_count == mid_sample) begin
                    if (rx == 1'b0) begin
                        clk_count <= 8'b0;
                        bit_index <= 4'd0;
                        state <= data_bit;
                    end
                    else begin
                        state <= idle;
                    end
                end
            end
            data_bit : begin
                clk_count <= clk_count+1;
                if (clk_count == mid_sample) begin
                    data[bit_index] <= rx;
                end
                if  (clk_count == bits_per_clk-1) begin
                    clk_count <= 8'b0;
                    if (bit_index == 4'd7) begin
                        state <= parity_bit;
                    end
                    else begin
                        bit_index <= bit_index+1;
                    end
                end
            end
            parity_bit : begin
                clk_count <= clk_count+1;
                if (clk_count==mid_sample) begin
                    parity <= rx;
                end
                if (clk_count == bits_per_clk-1) begin
                    clk_count <= 8'b0;
                    state <= stop1;
                    end
            end
            stop1 : begin
                clk_count <= clk_count+1;
                if (clk_count == mid_sample && rx!=1) begin
                    state <= idle;
                end
                if (clk_count == bits_per_clk-1) begin
                    clk_count <= 8'b0;
                    state <= stop2;
                end
            end
            stop2 : begin
                clk_count <= clk_count+1;
                if (clk_count == mid_sample && rx!=1) begin
                    state <= idle;
                end
                if (clk_count == bits_per_clk-1) begin
                    clk_count <= 8'b0;
                    state <= done;
                end
            end
            done : begin
                data_out <= data;
                parity_err <= (parity != ^data);
                rx_done <= 1'b1;
                state <= idle;
            end
        endcase
    end
end
endmodule
module uart_top(clk,rst,tx,tx_done,data_in,tx_start,data_out,rx_done,parity_err);
input wire clk,rst;
input wire tx_start;
input wire[7:0] data_in;
output wire tx;
output wire tx_done;
output wire[7:0] data_out;
output wire rx_done;
output wire parity_err;
wire uart_int;
uart_tx tx_inst(
    .clk(clk),
    .rst(rst),
    .tx(uart_int),
    .tx_done(tx_done),
    .data_in(data_in),
    .tx_start(tx_start)
);
uart_rx rx_inst(
    .clk(clk),
    .rst(rst),
    .rx(uart_int),
    .data_out(data_out),
    .rx_done(rx_done),
    .parity_err(parity_err)
);
assign tx = uart_int;
endmodule
module uart_tx(clk,rst,tx,tx_done,data_in,tx_start);
output reg tx;
output reg tx_done;
input wire clk,rst;
input wire [7:0] data_in;
input wire tx_start;
parameter clk_freq = 1000000;
parameter baudrate = 9600;
localparam bits_per_clk = (clk_freq/baudrate);
localparam
idle = 3'd0,
start = 3'd1,
data_bit = 3'd2,
parity_bit = 3'd3,
stop1 = 3'd4,
stop2 = 3'd5,
done = 3'd6;
reg [2:0] state;
reg [7:0] clk_count;
reg [3:0] bit_index;
reg parity;
reg [7:0] data;
always @(posedge clk or negedge rst) 
begin
    if (rst == 1'b0) begin
        tx <= 1'b1;
        clk_count <= 8'b0;
        state <= idle;
        tx_done <= 1'b0;
        bit_index <= 4'b0;
        parity <= 1'b0;
        data <= 8'b0;
    end
    else begin
        case (state)
            idle : begin    
                tx <= 1'b1;
                clk_count <= 8'b0;
                tx_done <= 1'b0;
                if (tx_start) begin
                    data <= data_in;
                    parity <= ^data_in;
                    clk_count <= 8'b0;
                    bit_index <= 4'b0;
                    state <= start;
                end
            end
            start : begin
                tx <= 1'b0;
                clk_count <= clk_count+1;
                if (clk_count == bits_per_clk-1) begin
                    clk_count <= 8'b0;
                    state <= data_bit;
                end
            end
            data_bit : begin
                tx <= data[bit_index];
                clk_count <= clk_count+1;
                if (clk_count == bits_per_clk-1) begin
                    clk_count <= 8'b0;
                    if (bit_index == 4'd7) begin
                        state <= parity;
                    end
                    else begin
                        bit_index <= bit_index+1;
                    end
                end
            end
            parity_bit : begin
                tx <= parity;
                clk_count <= clk_count+1;
                if (clk_count== bits_per_clk-1) begin
                    clk_count <= 8'b0;
                    state <= stop1;
                end
            end
            stop1 : begin
                tx <= 1'b1;
                clk_count <= clk_count+1;
                if (clk_count==bits_per_clk-1) begin
                    clk_count <= 8'b0;
                    state <= stop2;
                end
            end
            stop2 : begin
                tx <= 1'b1;
                clk_count <= clk_count+1;
                if (clk_count==bits_per_clk-1) begin
                    clk_count <= 8'b0;
                    state <= done;
                end
            end
            done : begin
                tx_done <= 1'b1;
                state <= idle;
            end
        endcase
    end
end
endmodule
</file>
<file path="flow/run.sh">
#!/bin/bash
# OpenROAD 26Q1-2900-gdf79404cd8, Yosys 0.63+post, stock flow scripts
make -C /OpenROAD-flow-scripts/flow DESIGN_CONFIG=/design/flow/config.mk WORK_HOME=/design/flow/orfs finish
</file>
==> changes_impl.md <==
### Changed

- VDD IR max: 0.217 mV
- Routed via count: 2340
- Outcome: finished, final reports clean
- Gate power share: 3.0%
- Final HPWL from detailed placement: 4040 um
- Tightest Pin Transition: 0.701 ns
- Flops after synth: 64
- Post-route cell area: 3810 um^2
- Largest net degree at the start of global routing: 54
- Yosys Chip Area: 3300 um^2
- Fillers: 1020
- Overall routing resource usage: 11.4%
- CTS Buf Count: 9
- Vias per cell: 4.84
- Max Cap Viol: 0
- Async SR Flop Fraction: 85.9%
- Avg Cell Area, Syn: 10.3 um^2
- Synth Seq Share: 50.0%
- First-pass GRT wire length: 10400 um
- Core ar.: 10500 um^2
- Critical path type: reg2out
- WP buf/inv: 1
- Int Pwr: 1030 uW
- P_leak: 0.00160 uW
- Slowest Stage Delay on Critical Path: 0.69 ns
- Wire per inst: 12.0 um
- Max Fclk: 434 MHz
- Ordered cell list for the critical path: clkdlybuf4s50_1
- Antenna violations before repair: 0
- Fin crit share: 62.3%
- Fp_density: 31.4%
- Min Tclk post-route: 2.31 ns
- Final cell count without fillers: 483
- Gp weighted congestion: 0.814
- Register Area: 1650 um^2
- Die W: 107 um
- Post_cts resized: 0
- Post-CTS setup buffers: 0
- 1st-iter DRT viols: 55
- Final Max Tran Viols: 0
- Switching pwr: 277 uW
- Cell Type Count: 51
- PD cells: 344 nW/um^2
- Clock H-tree levels: 3
- Post-Syn Instances: 319
- Die area: 11400 um^2
- Drt pass-1 iters: 4
- Setup Skew: 0.00676 ns
- Ant. Diodes: 0
- Top Family by Delay on Critical Path: flip-flops
- Clk slew on worst S/H paths: 0.06 ns
- Post-Syn Area: 3300 um^2
- TritonCTS clock tree: built
- Hold_buf cts: 0
- Final Hold Viols: 0
- Chip height: 107 um
- Fin Setup TNS: 0 ns
- Gr ovfl total: 0
- Worst-path maximum fanout: 14
- Vias in the first global route: 2247
- WL final: 5790 um
- Placed Area: 3640 um^2
- CP max stage cell: dfstp_2
- Cells after DPL: 467
- Reg power frac: 54.3%
- Top FF cell, synth: dfrtp_1
- ANT nets after route: 0
- Data arrival, critical path: 1.57 ns
- Tool warnings: 30
- Slew HR: 52.9%
- Clk buf depth: 2
- RSZ-0062 raised after global routing: false
- Yosys warns: 2
- Clk root buf: clkbuf_8
- Post-synth EDFFs: 9
- Multi-input gate area: 1540 um^2
- Clock share of power: 42.8%
- Switching part of the total: 21.1%
- Yosys Instances: 319
- Drt drc: 0
- Cell row count: 37
- Tightest Hold Check Type: in2async
- Clock latency (worst-skew pair): 0.34 ns
- Clock sink count: 64
- Ratio of cells with drive above 1 in the final layout: 11.0%
- Io pins: 23
- Startpoint Class: flop
- WP data required: 2.96 ns
- Synth-to-Final Area Change: 15.8%
- Endpoints failing setup: 0
- IO Port Bufs: 22
- CP Capture Type: primary output
-- final cells by class --
class                           count  area share, %
Inverter                           15           1.48
Tap cell                          136           4.46
Timing Repair Buffer               23           5.84
Multi-Input combinational cell    229           40.3
Clock inverter                      5           1.25
Clock buffer                       11           3.44
Sequential cell                    64           43.2
-- power by group through the flow --
stage | clock (uW) | combinational (uW) | sequential [uW]
6_report | 561 | 38.8 | 712
5_1_grt | 613 | 44.7 | 711
4_1_cts | 581 | 40.7 | 712
-- through the flow --
stage	hold slack [ns]	power (uW)	setup WS, ns	utilization (%)
2_1_floorplan	0.430	738	1.70	-
3_3_place_gp	0.474	766	1.49	34.6
3_5_place_dp	0.483	766	1.47	34.6
4_1_cts	0.196	1330	1.37	36.3
5_1_grt	0.187	1370	1.28	36.3
6_report	0.203	1310	1.39	36.3
-- state kept, by name, summed over array words and instances (netlist names) --
signal	cells
tx_inst.tx	1
rx_inst.parity_err	1
tx_inst.parity	1
tx_inst.bit_index	4
rx_inst.rx_done	1
rx_inst.data_out	8
rx_inst.bit_index	4
rx_inst.clk_count	8
tx_inst.clk_count	8
rx_inst.state	7
rx_inst.parity	1
tx_inst.tx_done	1
rx_inst.data	8
tx_inst.data	8
tx_inst.state	3
-- cell usage after synthesis (5+ instances only) --
master     n  share of area, %
nor3_1     7               1.1
edfxtp_1   9               8.2
dfrtp_1   53                40
nor2_1    25               2.8
ha_1       9               3.4
nand2_1   31               3.5
mux2_2    14               4.8
o21ai_0   29               4.4
xnor2_1   20               5.3
a21oi_1    9               1.4
inv_1     15               1.7
xor2_1     5               1.3
nand3_1   14               2.1
clkbuf_1   9               1.0
and2_1    10               1.9
-- placed cells by master (no fill, tap or decap), types with 10 or more instances in the layout --
master / count
dfrtp_1: 53
inv_1: 15
nand3_1: 14
nand2_1: 31
clkdlybuf4s50_1: 21
and2_1: 10
o21ai_0: 29
nor2_1: 25
xnor2_1: 20
mux2_2: 14
-- path summary, 6_finish.rpt --
| kind | endpoint | start | depth (start not counted) | slack, ns |
|---|---|---|---|---|
| worst max-delay path | tx | tx_inst.tx | 1 | 1.39 |
| worst min-delay path | rx_inst.rx_done | rst | 1 | 0.20 |
| worst max register to register | rx_inst.clk_count[7] | rx_inst.clk_count[2] | 5 | 1.47 |
| worst min register to register | rx_inst.rx_done | rx_inst.rx_done | 1 | 0.49 |
| max in group asynchronous | tx_inst.data[4] | rst | 2 | 2.64 |
| min in group clk0 | rx_inst.rx_done | rx_inst.rx_done | 1 | 0.49 |
-- kinds of logic after synthesis --
group | count (synthesis) | share of synthesized area, %
AOI/OAI and AO/OA | 59 | 11.0
muxes | 18 | 6.76
adders and majority gates | 9 | 3.42
and+or+nand+nor | 118 | 18.8
DFF | 64 | 50.0
xor gates and xnor gates | 25 | 6.64
buffers and inverters | 26 | 3.30
-- per-layer routing --
| layer | GRT usage (%) | wire length (um) | up-vias |
|---|---|---|---|
| li1 | - | - | 1170 |
| met5 | 0 | 0 | - |
| met2 | 17.1 | 2600 | 56 |
| met3 | 3.41 | 277 | 11 |
| met1 | 17.1 | 2840 | 1103 |
| met4 | 1.86 | 72 | 0 |
Power and IR drop assume default switching activity.
